==> ./design.v <==
parameter divide_by=100000000;   
parameter NBITS_INSTR = 32;
parameter NBITS_TOP = 8, NREGS_TOP = 32, NBITS_LCD = 64;
module top(input  logic clk_2,
           input  logic [NBITS_TOP-1:0] SWI,
           output logic [NBITS_TOP-1:0] LED,
           output logic [NBITS_TOP-1:0] SEG,
           output logic [NBITS_LCD-1:0] lcd_a, lcd_b,
           output logic [NBITS_INSTR-1:0] lcd_instruction,
           output logic [NBITS_TOP-1:0] lcd_registrador [0:NREGS_TOP-1],
           output logic [NBITS_TOP-1:0] lcd_pc, lcd_SrcA, lcd_SrcB,
             lcd_ALUResult, lcd_Result, lcd_WriteData, lcd_ReadData, 
           output logic lcd_MemWrite, lcd_Branch, lcd_MemtoReg, lcd_RegWrite);
  always_comb begin
    SEG <= SWI;
    lcd_WriteData <= SWI;
    lcd_pc <= 'h12;
    lcd_instruction <= 'h34567890;
    lcd_SrcA <= 'hab;
    lcd_SrcB <= 'hcd;
    lcd_ALUResult <= 'hef;
    lcd_Result <= 'h11;
    lcd_ReadData <= 'h33;
    lcd_MemWrite <= SWI[0];
    lcd_Branch <= SWI[1];
    lcd_MemtoReg <= SWI[2];
    lcd_RegWrite <= SWI[3];
    for(int i=0; i<NREGS_TOP; i++)
       if(i != NREGS_TOP/2-1) lcd_registrador[i] <= i+i*16;
       else                   lcd_registrador[i] <= ~SWI;
    lcd_a <= {56'h1234567890ABCD, SWI};
    lcd_b <= {SWI, 56'hFEDCBA09876543};
  end  
  logic [3:0] contador;
  always_ff @(posedge clk_2) begin
     contador <= contador+1;
  end
  always_comb LED[0] <= clk_2;  
  always_comb LED[7:4] <= contador;
endmodule
==> ./run.sh <==
#!/bin/bash
# OpenROAD 26Q1-2900-gdf79404cd8, Yosys 0.63+post, stock flow scripts
make -C /OpenROAD-flow-scripts/flow DESIGN_CONFIG=/design/flow/config.mk WORK_HOME=/design/flow/orfs finish
==> ./config.mk <==
export PLATFORM = sky130hd
export DESIGN_NAME = top
export DESIGN_NICKNAME = top
export VERILOG_FILES = /design/flow/design.v
export SDC_FILE = /design/flow/constraint.sdc
export NUM_CORES = 4
export LEC_CHECK = 1
export CORE_AREA = 10 10 198 198
export DIE_AREA = 0 0 208 208
export SYNTH_HDL_FRONTEND = slang
==> ./constraint.sdc <==
current_design top

set clk_period 1.1
set clk_io_pct 0.2

create_clock -name clk0 -period $clk_period [get_ports {clk_2}]

set non_clock_inputs [all_inputs -no_clocks]
set_input_delay [expr $clk_period * $clk_io_pct] -clock clk0 $non_clock_inputs
set_output_delay [expr $clk_period * $clk_io_pct] -clock clk0 [all_outputs]
==> deck_impl_summary.md <==
Flow Results at a Glance

Worst setup path
  – WS Path Type: input pin to output port
  – Arrival @ worst endpoint: approximately 850 ps
  – CP startpoint: SWI[5]
  – Crit-path cells: buf_2, inv_1, clkdlybuf4s50_1
  – WP depth: 3
  – CP top delay family: buffers and inverters
  – Kind of end point of the critical path: output port
  – CP max FO: 5
  – R2R cell count: 3
  – Crit path largest cell delay: about 450 ps
  – Crit-path slowest cell: clkdlybuf4s50_1
  – CP Buf/Inv Count: 3
  – Nature of the critical path startpoint: input pin
  – Worst path required time: 880 ps
  – Reg2reg start: contador[0]

Detailed routing
  – WL/cell: around 8.0 um
  – Vias per cell: 1.494
  – Initial detailed-routing violation count: 18
  – Pre-Repair DR Iteration Count: 4
  – Drt total wl: just under 8000 um
  – DR DRC count: 0
  – Via count: between 1k and 1.5k
  – Ant. Diodes: 0
  – Remaining antenna violation count: 0

Cells and area
  – Final Cell Area: between 3000 and 4000 sq um
  – Area grow syn2layout: -18.18%
  – Max reg flops: 4
  – Biggest register: contador
  – Top cell excl fill/tap: conb_1
  – Share of cells above drive strength 1: under 10%
  – Largest registers: contador (4)
  – Most frequent cells in the layout: conb_1, clkdlybuf4s50_1, buf_4

Logic synthesis
  – Distinct cell type count after synthesis: 8
  – Post-synthesis instance total: about 500
  – Yosys stat cell total: roughly 500
  – Yosys stat area: 3765 sq um
  – Area of the mapped netlist: about 3800 sq um
  – Yosys reg bits: 4
  – Tally of yosys warning messages: 3
  – Mean post-synth cell area: 7.545 sq um
  – Sequential-to-total area share from yosys stat: roughly 2.1%

Floorplan
  – Die Area: between 40000 and 50000 sq um
  – FP Rows: 68
  – Die height: 208 um
  – Fp_density: a little over a tenth
  – Top Ports: approximately 500
  – Core Area: approximately 35000 sq um
  – Die Width: roughly 210 um

Worst hold path
  – HP Start: clk_2
  – HP Class: clock port to output port
  – Worst Hold Depth: 2

Global route
  – Grt met1 use: under 10%
  – Routing usage on met3: under 10%
  – First-pass GRT wire length: approximately 11000 um
  – Met2 usage: under 10%
  – Gr usage total: approximately 2.9%
  – Pin count of the biggest net entering global routing: 7
  – Initial antenna violation count: 0
  – GR peak layer: met2
  – Vias in the first global route: approximately 2.0k
  – Total gr overflow: 0

Clock tree
  – CTS tree: built
  – Worst skew pair latency: around 330 ps
  – Setup repair bufs after CTS: 0

Power
  – IR drop worst, VDD: around 700 uV
  – PD cells: around 470 nW/um^2
  – Leakage: around 1.9 nW

Place
  – GP Congestion: about 0.78
  – DP Area: ~3000 sq um
  – Worst slack, placed: -485.0 ps
  – Number of port buffers: ~57
  – DPL Wire Length: 7650 um

Final timing
  – Final period utilization: 97.29%
  – Hold WS: approximately 390 ps
  – Minimum clock period: 1070 ps
  – RSZ-0062 raised after global routing: false
  – Final worst slack: 29.82 ps
  – Count of final setup violators: 0
  – Final Max Tran Viols: 0
  – F_max: approximately 930 MHz
  – Fin. Hold Viols: 0
  – Setup Skew: approximately 2 ps

Outcome
  – Status: completed

Run
  – Log Warnings: 26
  – Total of max-cap violations: 0
[through the flow]
step,power [mW],util [%],TNS [ps],std cells
CTS,1.499,8.834,0,980
global placement,0.5781,8.582,-18440,975
detailed placement,0.5654,8.582,-18360,975
floorplan,1.388,-,0,940
finish,1.436,8.874,0,980
global route,1.584,8.874,0,980
[cells by family (layout without fill, tap and decap cells)]
kind of cell / after synthesis / count (layout) / synth area share [%]
other: 2 / 443 / 0.1995
buffers and inverters: 489 / 74 / 96.61
and+or+nand+nor: 1 / 1 / 0.2659
adders and majority gates: 1 / 1 / 0.3323
DFF: 4 / 4 / 2.127
xor gates and xnor gates: 2 / 2 / 0.4654
[cells in the mapped netlist]
library cell  number  area, sq um
buf_4            480         3603
conb_1             2        7.510
ha_1               1        12.51
dfxtp_1            4        80.08
inv_1              9        33.78
xnor2_1            1        8.760
xor2_1             1        8.760
nand3_2            1        10.01
[what timing repair did]
| item | 4_1_cts | 5_1_grt |
|---|---|---|
| pin swaps | 0 | 0 |
| hold buffers | 0 | 0 |
| gates resized | 46 | 18 |
| setup endpoints to repair | 49 | 11 |
[power breakdown]
group          switching [mW]  internal [mW]  total [mW]
Sequential                  0          0.146       0.146
Combinational           0.159          0.148       0.306
Clock                   0.145          0.838       0.983
Total                   0.304           1.13        1.44
[worst paths after layout]
path / end / slack (ps)
hold reg to reg: contador[3] / 430
setup / recovery: lcd_registrador[133] / 30
hold / removal: LED[0] / 390
setup reg to reg: contador[2] / 220
[routing by layer]
| metal | wire [um] | vias up |
|---|---|---|
| met2 | 4609 | 209 |
| li1 | - | 618 |
| met4 | 75 | 0 |
| met1 | 2054 | 630 |
| met3 | 1084 | 7 |
| met5 | 0 | - |
[final cells by class]
| cell class | count | area (sq um) |
|---|---|---|
| timing repair buffer | 59 | 555.5 |
| inverter | 9 | 33.78 |
| fill | 4032 | 31630 |
| sequential | 4 | 82.58 |
| multi-input combinational | 447 | 1703 |
| clock buffer | 6 | 136.4 |
| tap | 455 | 569.3 |
No activity file was given, so power comes from the tool's default toggle rates.
